===== config.mk =====
export PLATFORM = sky130hd
export DESIGN_NAME = out_reg
export DESIGN_NICKNAME = out_reg
export VERILOG_FILES = /design/flow/design.v
export SDC_FILE = /design/flow/constraint.sdc
export NUM_CORES = 4
export LEC_CHECK = 1
export CORE_AREA = 10 10 70 70
export DIE_AREA = 0 0 80 80

===== constraint.sdc =====
current_design out_reg

set clk_period 1.0
set clk_io_pct 0.2

create_clock -name clk0 -period $clk_period [get_ports {clk}]

set non_clock_inputs [all_inputs -no_clocks]
set_input_delay [expr $clk_period * $clk_io_pct] -clock clk0 $non_clock_inputs
set_output_delay [expr $clk_period * $clk_io_pct] -clock clk0 [all_outputs]

===== design.v =====
module out_reg(
    input wire [7:0] data_in,
    input wire load,           
    input wire clk, 
    input wire reset,
    output reg [7:0] data_out  
);
  reg [7:0] out_temppie;
  always @(posedge clk or posedge reset) begin
    if(reset) begin
      out_temppie <= 8'b0;
    end else if (load) begin
      out_temppie <= data_in;
  	end
  end
  assign data_out = out_temppie;
endmodule

===== run.sh =====
#!/bin/bash
# OpenROAD 26Q1-2900-gdf79404cd8, Yosys 0.63+post, stock flow scripts
make -C /OpenROAD-flow-scripts/flow DESIGN_CONFIG=/design/flow/config.mk WORK_HOME=/design/flow/orfs finish

==> qor.csv <==
metric,value,unit
Synth-to-Final Area Change,76.9,%
"area leader, netlist",dfrtp_1,
share of layout cells above drive strength 1,55.8,%
yosys cell count,18,
"Chip Area, Yosys",335,sq um
CTS HTree Levels,1,
clock sink count,8,
Pre-Place Util,9.82,%
reg-to-reg endpoint,out_temppie[2],
CP Capture Type,output pin,
IO Pins,19,
tool warnings,25,
Worst-path clk slew,0.05,ns
PD cells,1290,nW/um^2
Clk Tree Root Cell,clkbuf_4,
Finished Cell Area,593,sq um
Die Ht,80,microns
CTS Hold Bufs,0,
CP top delay family,flip-flops,
CP required,0.80,ns
most numerous logic cell after layout,clkdlybuf4s50_1,
"Min Clock Period, post-route",0.940,ns
Port-buffer cells,18,
vias in the first global route,295,
count of different cell masters after synthesis,4,
"Adder Share, Synth",0,%
global route overflow,0,
Mux area share,35.8,%
Mapped Area,335,sq um
mean post-synth cell area,18.6,sq um
crit start category,register,
Hold WC Path Type,input port to async pin,
CP cell instances,buf_2,
Net Sw Power,147,uW
Tcrit/Tclk final,94.0,%
most common logic cells in the final layout,"clkdlybuf4s50_1 (9), mux2_4 (8), dfrtp_1 (8)",
Comb power frac,21.6,%
post-synthesis xor/xnor area fraction,0,%
Ys Warns,2,
Main logic family,multiplexers,
Yosys reg bits,8,
Die Width,80,microns
Net Sw Frac,19.2,%
drt wl/cell,9.80,microns
first-pass GRT wire length,1420,microns
Setup Viol. Count Final,0,
number of CTS-inserted buffers,3,
post-DR vias/cell,2.60,
Pwr Total,767,uW
max reg flops,8,
aoi share,0,%
Reg power frac,48.8,%
Die Size,6400,sq um
ant diodes,0,
Final Slew Violations,0,
"worst slack, placed",-0.277,ns
Util after Layout,17.4,%
worst setup path startpoint,out_temppie[7],
min setup slack post-route,0.0600,ns
DR vias,231,
Reg2Reg Launch Point,out_temppie[2],
Max-area cell share,59.7,%
Rel. slew slack,80.3,%
skew final,0,ns
Simple-Gate Fraction of Synth Area,0,%
GR Util All Layers,2.84,%
clock share of power,29.6,%
"top cells by area, synth","dfrtp_1 (60%), mux2_4 (36%), buf_6 (3.4%)",
Largest regs,out_temppie: 8 flops,
DRC,0,
CP max FO,2,
max incr delay on CP,0.38,ns
TritonCTS clock tree,built,
Peak Freq,1.06,GHz
r2r setup slk,0.13,ns
Max Cap Violations,0,
peak supply drop,0.201,mV
initial antenna violation count,0,
DP Area,597,sq um
Insertion Delay late pin,0.24,ns
Leakage,0.000280,uW
Syn Inst Count,18,
Pint,620,uW
critical path class,register to output pin,
Critical Path AT,0.74,ns
CP max stage cell,dfrtp_1,
clock tree buffer depth,2,
largest net degree at the start of global routing,9,
FF-to-FF path depth,2,
"Seq/Total Area, Yosys",59.7,%
RSZ-0062 raised after global routing,no,
"Hold Vio Cnt, Final",0,
Final GP Congestion,0.708,
Worst Tran Pin Value,0.295,ns
final WL,872,microns
row count,21,
first drt pass iteration count,2,
CP bufs+invs,1,
register bank with the most flops,out_temppie,
initial DRC count,10,
ANT nets after route,0,
Core Region,3420,sq um
outcome,"complete, no violations",
## power by group through the flow
stage / Combinational, uW / Sequential (uW) / Clock, uW
finish: 166 / 374 / 227
CTS: 185 / 374 / 238
global route: 181 / 381 / 257
## how the worst max path moves through the flow
stage | end | slack (ns) | depth (start not counted)
4_1_cts | data_out[0] | 0.003 | 1
5_1_grt | data_out[6] | 0.02 | 1
6_report | data_out[7] | 0.06 | 1
## metal layers
metal / global-route usage (%) / vias up / share of wire (%)
met3: 0.682 / 2 / 5.3
met5: 0 / - / 0
met4: 1.41 / 0 / 4.7
met1: 3.10 / 108 / 39
li1: - / 112 / -
met2: 4.98 / 9 / 51
## timing repair
item	in CTS	in global routing
buffers inserted	3	0
gates resized	21	4
endpoints found under the setup margin	16	5
## logic make-up (layout without fill, tap and decap cells)
kind of cell | Yosys count | after routing
mux | 8 | 8
flops | 8 | 8
buf+inv | 2 | 27
## final cells by class
class | instances | area, sq um
Inverter | 1 | 3.75
Tap cell | 46 | 57.6
Fill cell | 390 | 2820
Multi-Input combinational cell | 8 | 120
Clock buffer | 3 | 22.5
Timing Repair Buffer | 23 | 189
Sequential cell | 8 | 200
## cell usage after synthesis
cell type  n
dfrtp_1    8
inv_1      1
buf_6      1
mux2_4     8
## metrics by stage
stage          setup TNS [ns]  cells  hold slack [ns]
2_1_floorplan               0     18           0.0157
3_3_place_gp            -2.21     84            0.465
3_5_place_dp            -2.23     84            0.470
4_1_cts                     0     90            0.213
5_1_grt                     0     89            0.267
6_report                    0     89            0.218
Power is estimated from default activity; no workload was simulated.
